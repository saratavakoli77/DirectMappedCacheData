==> config.mk <==
export PLATFORM = sky130hd
export DESIGN_NAME = cacheController
export DESIGN_NICKNAME = cacheController
export VERILOG_FILES = /design/flow/design.v
export SDC_FILE = /design/flow/constraint.sdc
export NUM_CORES = 4
export LEC_CHECK = 1
export CORE_AREA = 10 10 98 98
export DIE_AREA = 0 0 108 108
==> constraint.sdc <==
current_design cacheController

set clk_period 2.8
set clk_io_pct 0.2

create_clock -name clk0 -period $clk_period [get_ports {clk}]

set non_clock_inputs [all_inputs -no_clocks]
set_input_delay [expr $clk_period * $clk_io_pct] -clock clk0 $non_clock_inputs
set_output_delay [expr $clk_period * $clk_io_pct] -clock clk0 [all_outputs]
==> design.v <==
module cacheController ( input clk, rst, cache_ready, input [13 : 0] hit_count, output reg cache_read, cache_write, output reg [14:0] address);
	reg [13:0] all_attempts;
	integer hit_rate_;
	integer hit_count_;
	integer all_attempts_;
	always@(posedge clk, posedge rst) begin
		if (rst) begin
			address <= 15'd1024;
			all_attempts <= 14'b0;
		end
		else begin
			cache_write <= 1'b0;
			cache_read  <= (all_attempts < 14'd8192) ? 1'b1 : 1'b0;
			if (all_attempts < 14'd8192 && cache_ready) begin	
				address <= address + 15'd1;
				all_attempts <= all_attempts + 14'd1;
			end
		end
	end
	always@(hit_count, all_attempts) begin
		hit_count_ = hit_count;
		all_attempts_ = all_attempts;
		hit_rate_ = (hit_count_ * 100)/all_attempts_;
	end
endmodule
==> run.sh <==
#!/bin/bash
# OpenROAD 26Q1-2900-gdf79404cd8, Yosys 0.63+post, stock flow scripts
make -C /OpenROAD-flow-scripts/flow DESIGN_CONFIG=/design/flow/config.mk WORK_HOME=/design/flow/orfs finish
==> flow_summary.json <==
{
  "max_slew_margin_pct": 66.43,
  "drc": 0,
  "hold_class": "flop to flop",
  "grt.overflow.total": 0,
  "drv_cap": 0,
  "routed_wl_um": 2388,
  "rsz0062_at_grt": "false",
  "finalPower_uw": 780.1,
  "drt_iter0_markers": 51,
  "chipArea_um2": 11660,
  "cts_setup_buffers": 0,
  "ys_cells": 115,
  "p_leak_nw": 0.7516,
  "yosysWarnings": 1,
  "finalSetupTns_ns": 0,
  "slew_viol_final": 0,
  "antenna_left": 0,
  "numClockSinks": 30,
  "routedWlPerCell_um": 9.868,
  "r2r_setup_slack_ns": 1.26,
  "crit_chain": "clkdlybuf4s50_1 > nor2b_4 > nand4_2 > nor4_2 > xor2_1",
  "dp_hpwl_um": 1748,
  "antenna_found_initial": 0,
  "place_congestion": 0.7739,
  "min_period_ns": 1.918,
  "report.final.hold_viol_count": 0,
  "die_w_um": 108,
  "fin_ws_ns": 0.8820,
  "critPathLaunchType": "input pin",
  "numCtsBuffers": 5,
  "gr-usage-all-layers_pct": 4.278,
  "grt_start_max_net_pins": 18,
  "grt_pass1_vias": 832,
  "synth_area_um2": 1340,
  "hold_buffers": 0,
  "core_area_um2": 7647,
  "period_used_pct": 68.50,
  "cts_resized": 0,
  "ys_seq_share_pct": 56.49,
  "vias": 857,
  "syn_inst": 115,
  "portBuffers": 18,
  "dr.pass1.iters": 2,
  "critPathMaxStageDelay_ns": 0.49,
  "cts_tree": "done",
  "clkLatencyLatePin_ns": 0.28,
  "grt_pass1_wl_um": 4098,
  "whs_endpoint": "address[14]",
  "crit_required_ns": 3.00,
  "crit_path_top_delay_cell": "clkdlybuf4s50_1",
  "die_h_um": 108,
  "max-vdd-ir-drop_mv": 0.1308,
  "area_growth_pct": 28.10,
  "utilization_pct": 22.45,
  "warnings": 39,
  "floorplan.rows": 32,
  "fp-utilization_pct": 17.52,
  "drive_above_1_share_pct": 9.286,
  "crit_type": "input pin to flop",
  "ys.flops": 30,
  "status": "finished, final reports clean",
  "fmax_mhz": 521.4,
  "r2r-start": "all_attempts[13]",
  "whs_path_depth": 1,
  "synth.distinct_cells": 22,
  "syn_avg_cell_area_um2": 11.65,
  "power_density_nw_per_um2": 454.4,
  "root_buffer": "clkbuf_8",
  "cts.htree.levels": 2,
  "clock_skew_ns": 0.007183,
  "timing.rr.end": "address[14]",
  "ys_area_um2": 1340,
  "min_from": "address[14]",
  "num_antenna_cells": 0,
  "cts_buffer_depth": 2,
  "post_drt_via_cell_ratio": 3.541,
  "setup_viol": 0,
  "clk_pin_slew_ns": 0.06,
  "tightest_slew_ns": 0.5030,
  "dp_slack_ns": 0.5918,
  "ioPinCount": 34,
  "critPathMaxFanout": 11,
  "r2r.worst_path.cells": 4,
  "end_kind": "flop",
  "crit_arrival_ns": 2.12
}
[cells in the mapped netlist]
| cell | count | area, um2 |
|---|---|---|
| nand4_1 | 10 | 62.56 |
| nand4_2 | 1 | 12.51 |
| buf_6 | 1 | 11.26 |
| and3_1 | 3 | 18.77 |
| nand3_1 | 3 | 15.01 |
| nor3_1 | 2 | 10.01 |
| edfxtp_1 | 1 | 30.03 |
| o21ai_1 | 1 | 5.000 |
| nand2_1 | 19 | 71.32 |
| buf_4 | 1 | 7.510 |
| nor2_1 | 6 | 22.52 |
| dfrtp_1 | 28 | 700.7 |
| inv_1 | 3 | 11.26 |
| xor2_1 | 8 | 70.07 |
| xnor2_1 | 18 | 157.7 |
| ha_1 | 2 | 25.02 |
| nand2b_1 | 1 | 6.260 |
| dfstp_2 | 1 | 26.28 |
| nand4_4 | 1 | 21.27 |
| nor4_2 | 3 | 37.54 |
| nor2b_4 | 1 | 13.76 |
| conb_1 | 1 | 3.750 |
[sequential cells by signal, summed over array words and instances (netlist names)]
register,cells
address,15
cache_read,1
all_attempts,14
[how the worst max path moves through the flow]
| stage | from | endpoint | cells past startpoint |
|---|---|---|---|
| finish | cache_ready | address[14] | 5 |
| global route | cache_ready | address[14] | 5 |
| CTS | cache_ready | address[14] | 5 |
[logic make-up after synthesis]
group                      after synthesis  synth area share (%)
adders and majority gates                2                 1.867
DFF                                     30                 56.49
xor gates and xnor gates                26                 16.99
AOI/OAI and AO/OA                        1                0.3731
and+or+nand+nor                         50                 21.76
other                                    1                0.2798
buffers and inverters                    5                 2.241
[routing by layer]
metal  global-route usage (%)  part of all wire [%]  up-vias
met3                    1.807                   9.1        5
met1                    5.882                    46      399
li1                         -                     -      432
met5                        0                     0        -
met4                   0.8588                   1.4        0
met2                    6.207                    43       21
[power by group]
group / switching (mW) / internal [mW]
clock: 0.148 / 0.176
sequential: 0.00199 / 0.438
combinational: 0.00949 / 0.00696
[critical path, delay by kind of cell]
family	cells	cell delay [ns]
buf+inv	1	0.49
xor+xnor	1	0.17
simple gates	3	0.89
[cells in the final DEF (no fill, tap or decap), types with 2 or more instances in the layout]
cell,synthesis,layout
nor4_2,3,3
dfrtp_1,28,28
nor2_1,6,6
clkbuf_8,0,5
nand2_1,19,19
nor3_1,2,2
and3_1,3,3
ha_1,2,2
clkdlybuf4s50_1,0,18
inv_1,3,3
xor2_1,8,8
clkbuf_1,0,3
nand4_1,10,10
nand3_1,3,3
xnor2_1,18,18
[layout make-up]
class,instances,area (um2)
clock buffers,8,80.08
fillers,799,5931
inverters,3,11.26
multi-input cells,80,553.0
flip-flops and latches,30,757.0
well taps,102,127.6
repair buffers,19,187.7
[stage by stage]
stage | std cells | hold WS [ns] | area, um2
floorplan | 115 | 0.4204 | 1340
CTS | 242 | 0.4747 | 1717
detailed placement | 234 | 0.4605 | 1637
global route | 242 | 0.5049 | 1717
finish | 242 | 0.4668 | 1717
global placement | 234 | 0.4623 | 1637
